File: flow/design.v
module DT(
	input clk, 
	input reset,
	output reg done ,
	output reg sti_rd ,
	output reg [9:0] sti_addr ,
	input [15:0] sti_di,
	output reg res_wr ,
	output reg res_rd ,
	output reg [13:0] res_addr ,
	output reg [7:0] res_do,
	input [7:0]	res_di
);
reg [3:0] state_cs,state_ns;
reg [3:0] cnt;
parameter ST_IDLE = 4'd0;   
parameter ST_NW = 4'd1;     
parameter ST_N = 4'd2;
parameter ST_NE = 4'd3;
parameter ST_W = 4'd4;
parameter ST_OD = 4'd5;
parameter ST_BG = 4'd6;     
parameter ST_FWD = 4'd7;
parameter ST_BW = 4'd8;
parameter ST_E = 4'd9;
parameter ST_SW = 4'd10;
parameter ST_S = 4'd11;
parameter ST_SE = 4'd12;
parameter ST_Pxy = 4'd13;
parameter ST_BG2 = 4'd14;
parameter ST_ALLD = 4'd15 ; 
always @(posedge clk or negedge reset) begin  
	if(!reset)
		state_cs <= ST_IDLE;
	else
		state_cs <= state_ns;
end
always @(*) begin	 
	state_ns = state_cs;
	case(state_cs)
		ST_IDLE : state_ns = (sti_di[15-cnt]) ? ST_NW : ST_BG;
		ST_BG : state_ns = (res_addr == 14'd16383) ? ST_FWD : ST_IDLE;
		ST_OD : state_ns = ST_IDLE;
		ST_BW : state_ns = res_di ? ST_E : ST_BG2;
		ST_Pxy : state_ns = ST_BW;
		ST_BG2 : state_ns = (res_addr==14'd0) ? ST_ALLD : ST_BW;
		default : state_ns = state_cs + 1;
	endcase
end
always @(posedge clk or negedge reset) begin  
	if (!reset)
        sti_rd <= 1;
    else if(state_cs == ST_IDLE)
        sti_rd <= 0;
    else if(state_cs == ST_OD && cnt==15)
        sti_rd <= 1;
    else if(state_cs ==ST_BG && cnt==15)
        sti_rd <= 1;
    else if(state_cs == ST_FWD)
        sti_rd <= 0;
end
always @(posedge clk or negedge reset) begin   
	if(!reset)
        cnt <= 0;
    else if(state_cs == ST_BG)
        cnt <= cnt +1;
    else if(state_cs == ST_OD)
        cnt <= cnt +1;
end
always @(posedge clk or negedge reset) begin  
	if(!reset)
		sti_addr <= 0;
    else if(state_cs == ST_BG && cnt==15)
        sti_addr <= sti_addr + 1;
    else if(state_cs == ST_OD && cnt==15)
        sti_addr <= sti_addr + 1;
end
always @(posedge clk or negedge reset) begin  
	if(!reset)
		res_wr <= 0;
    else if(state_cs == ST_IDLE && !sti_di[15-cnt])
        res_wr <= 1;
    else if(state_cs == ST_BG)
        res_wr <= 0;
    else if(state_cs == ST_W)
        res_wr <= 1;
    else if(state_cs ==ST_OD)
        res_wr <= 0;
    else if(state_cs == ST_BW && !res_di)
        res_wr <= 1;
    else if(state_cs ==ST_BG2)
        res_wr <= 0;
    else if(state_cs ==ST_SE)
        res_wr <= 1;
    else if (state_cs ==ST_Pxy)
        res_wr <= 0;
end
always @(posedge clk or negedge reset) begin  
	if(!reset)
		res_addr <= 0;
    else if(state_cs == ST_BG)
        res_addr <= res_addr + 1;
    else if(state_cs == ST_IDLE && sti_di[15-cnt])
        res_addr <= res_addr - 129;
    else if(state_cs ==ST_NW)
        res_addr <= res_addr + 1;
    else if(state_cs == ST_N)
        res_addr <= res_addr + 1;
    else if(state_cs == ST_NE)
        res_addr <= res_addr +126;
    else if(state_cs ==ST_W)
        res_addr <= res_addr +1;
    else if(state_cs == ST_OD)
        res_addr <= res_addr +1;
    else if(state_cs == ST_FWD)
        res_addr <=14'd16383;
    else if(state_cs == ST_BG2)
        res_addr <= res_addr - 1;
    else if(state_cs == ST_BW && res_di)
        res_addr <= res_addr +1;
    else if(state_cs == ST_E)
        res_addr <= res_addr +126;
    else if(state_cs == ST_SW)
        res_addr <=res_addr+1;
    else if(state_cs == ST_S)
        res_addr <= res_addr+1;
    else if(state_cs == ST_SE)
        res_addr <= res_addr -129;
    else if (state_cs == ST_Pxy)
        res_addr <= res_addr -1;
end
always @(posedge clk or negedge reset) begin  
    if(!reset)
        res_do <= 0;
	else if(state_cs == ST_IDLE && !sti_di[15-cnt])
        res_do <= 0;
    else if(state_cs == ST_NW)
        res_do <= res_di;
    else if(state_cs == ST_N && (res_do>res_di))
        res_do <= res_di;
    else if(state_cs == ST_NE && (res_do>res_di))
        res_do <= res_di;
    else if(state_cs == ST_W && (res_do>res_di))
        res_do <= res_di + 1;
    else if(state_cs == ST_W && (res_do <= res_di))
        res_do <= res_do + 1;
    else if(state_cs == ST_BW)
        res_do <= res_di;
    else if(state_cs == ST_E && (res_do >res_di +1))
        res_do <= res_di +1;
    else if(state_cs == ST_SW && (res_do >res_di+1))
        res_do <= res_di +1;
    else if(state_cs ==ST_S && (res_do>res_di+1))
        res_do <= res_di+1;
    else if(state_cs == ST_SE && (res_do>res_di+1))
        res_do <= res_di +1;
end
always @(posedge clk or negedge reset) begin  
	if(!reset)
		res_rd <= 0;
    else if(state_cs == ST_IDLE && sti_di[15-cnt])
        res_rd <= 1;
    else if(state_cs == ST_W)
        res_rd <= 0;
    else if(state_cs == ST_FWD)
        res_rd <= 1;
    else if(state_cs == ST_BW && !res_di)
        res_rd <= 0;
    else if(state_cs == ST_BG2)
        res_rd <= 1;
    else if(state_cs ==ST_SE)
        res_rd <= 0;
    else if(state_cs == ST_Pxy)
        res_rd <= 1;
end
always @(posedge clk or negedge reset) begin  
	if(!reset)
		done <= 0;
	else if(state_cs == ST_ALLD)
		done <= 1;
end
endmodule
File: flow/run.sh
#!/bin/bash
# OpenROAD 26Q1-2900-gdf79404cd8, Yosys 0.63+post, stock flow scripts
make -C /OpenROAD-flow-scripts/flow DESIGN_CONFIG=/design/flow/config.mk WORK_HOME=/design/flow/orfs finish
File: flow/config.mk
export PLATFORM = sky130hd
export DESIGN_NAME = DT
export DESIGN_NICKNAME = DT
export VERILOG_FILES = /design/flow/design.v
export SDC_FILE = /design/flow/constraint.sdc
export NUM_CORES = 4
export LEC_CHECK = 1
export CORE_UTILIZATION = 40
File: flow/constraint.sdc
current_design DT

set clk_period 5.1
set clk_io_pct 0.2

create_clock -name clk0 -period $clk_period [get_ports {clk}]

set non_clock_inputs [all_inputs -no_clocks]
set_input_delay [expr $clk_period * $clk_io_pct] -clock clk0 $non_clock_inputs
set_output_delay [expr $clk_period * $clk_io_pct] -clock clk0 [all_outputs]
==> results.txt <==
yosys + openroad results -> status completed, initial DRC count 477, Post-CTS Setup Bufs 0, Chip Area 0.0135 mm^2, OpenROAD warning count 34, worst flop-to-flop path endpoint res_addr[9]$_DFFE_PN0P_, critical path class input port to register, pwr/cell area 700 mW/mm^2, Routed Wire Length 18000 um, Synth Flop Type dfrtp_1, I/O pin total 62, clk sink count 44, Area leader share 20.7%, Overflow after GRT 0, Setup crit end kind register, initial antenna violation count 0, DPL Wire Length 12700 um, RSZ-0062 raised after global routing no, cycle use final 81.7%, largest net degree at the start of global routing 45, first-pass GRT wire length 28800 um, Fin Setup TNS 0 ns, Mean Syn Cell Area 7.81 um^2, IO Port Bufs 61, Cells after Synth 667, worst slew pin tran 1.04 ns, Leak 2.33 nW, Remaining DRCs 0, Hold EP sti_addr[9]$_DFFE_PN0P_, CP startpoint res_di[2], post-CTS resize count 0, top cells by area dfrtp_1 (21%), ha_1 (7.5%), xnor2_1 (6.9%), nand2_1 (4.9%), nor2_1 (4.0%), GP Congestion 1.02, Hold WS 0.476 ns, CTS tree done, Max Clock Skew 0.0128 ns, Synth Warn # 1, Max VDD drop 0.276 mV, path type of the worst min-delay path register to register, hold_sp sti_addr[9]$_DFFE_PN0P_, launching point of the worst reg2reg path res_addr[2]$_DFFE_PN0P_, Final ANT Viol Nets 0, Async S/R FF share, synth 100%, Power Total 0.00424 W, setup slack, reg-to-reg 1.59 ns, CTS Buffer Depth 2, H-tree depth 2, r2r worst-path depth 9, flip-flops with a built-in enable 0, final max-slew violation count 0, Crit path required time 5.30 ns, Inserted Diodes 0, Worst-path clk slew 0.07 ns, Tmin final 4.17 ns, mapped cell area 0.00521 mm^2, Vias 5554, register area share after synthesis 21.2%, FP Core Util 41.1%, fmax 240 MHz, Die H 116 um, gr usage total 28.5%, count of final setup violators 0, number of global-route vias before repair 5236, Hold Crit Depth 1, final core occ 47.8%, post-synth top area cell dfrtp_1, die width 116 um, ys flops 44, root buf cell clkbuf_16, drt pass-1 iters 5, clk latency late pin 0.30 ns, share of cells above drive strength 1 7.16%, headroom to the max-slew limit 30.1%, CTS buffer count 5, number of cells in Yosys stat 667, most numerous logic cell after layout nand2_1, synthesis area per yosys 0.00521 mm^2, WP data arrival 4.37 ns, routed len/inst 20.6 um, startpoint class of the critical path input port, most numerous logic cells after layout nand2_1 (68), clkdlybuf4s50_1 (60), nor2_1 (56), dfrtp_1 (43), core area 0.0127 mm^2, final hold vios 0, # hold bufs at CTS 0, Vias/cell 6.38, Max-Cap Viols 0, Max Fanout on Critical Path 12, row count 41, Distinct lib cells used 86, area delta synth->final 16.2%
where the power goes:
group	total, W	internal, W	switching [W]
combinational	0.00298	0.00128	0.00170
clock	0.000397	0.000234	0.000163
sequential	0.000859	0.000493	0.000366
flip-flops by register name, indices dropped and copies added (netlist names):
name,flops
state_cs,4
sti_addr,10
done,1
res_do,8
res_addr,14
res_rd,1
sti_rd,1
cnt,4
res_wr,1
worst max-delay path by stage:
stage	slack, ns	endpoint	depth (start not counted)
after CTS	0.93	res_do[2]$_DFFE_PN0P_	12
after global routing	0.67	res_do[2]$_DFFE_PN0P_	12
final	0.93	res_do[2]$_DFFE_PN0P_	12
final cells by class:
cell class / count / area (um^2)
Fill cell: 1249 / 6620
Timing Repair Buffer: 68 / 658
Multi-Input combinational cell: 555 / 3820
Clock inverter: 3 / 46.3
Tap cell: 172 / 215
Clock buffer: 5 / 125
Sequential cell: 44 / 1100
Inverter: 23 / 86.3
per-layer routing:
metal / track usage [%] / vias to the layer above / wire [um]
met1: 42.5 / 2588 / 8110
met5: 1.48 / - / 0
met4: 9.06 / 0 / 664
met3: 6.77 / 66 / 1820
met2: 41.3 / 325 / 7370
li1: - / 2575 / -
synth_stat cells (8+ instances only):
master	number
dfrtp_1	43
a21oi_1	41
xnor2_1	41
nor4_1	8
nand2_1	68
o22ai_1	11
nand4_1	18
nor3_1	20
xor2_1	15
nand3_1	18
and3_1	11
nor2_1	56
clkbuf_1	32
a211oi_1	9
a221oi_1	9
inv_1	23
a22oi_1	9
a31oi_1	11
o21ai_0	30
ha_1	31
critical path, cell delays in order:
cell,delay (ns)
clkdlybuf4s50_1,0.75
nand3_1,0.25
nor3_1,0.25
xnor2_1,0.13
ha_1,0.31
o21a_1,0.11
o21ai_0,0.07
a221o_1,0.29
o311ai_1,0.43
nor3_1,0.16
or2_2,0.35
o31ai_1,0.23
stage by stage:
step,instances,cell area [um^2],setup slack (ns)
floorplan,667,5210,1.47
global placement,862,5880,0.717
detailed placement,862,5880,0.639
CTS,870,6050,0.928
global route,870,6050,0.673
finish,870,6050,0.933
cell families after synthesis:
kind of cell	Yosys count	share of synthesized area (%)
and+or+nand+nor	246	23.8
adders and majority gates	33	7.83
xor gates and xnor gates	56	9.42
AOI/OAI and AO/OA	206	28.3
muxes	14	3.97
buffers and inverters	68	5.50
DFF	44	21.2
No activity file was given, so power comes from the tool's default toggle rates.
